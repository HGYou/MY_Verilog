`flow/design.v`:
```
`timescale 1ns / 1ps
module DWC_PE#(
    parameter DWIDTH = 8,
    parameter K_SIZE = 3
)(
    input clk,
    input reset_n,
    input [DWIDTH * K_SIZE * K_SIZE - 1 : 0] Weight_Inputs,  
    input Weight_Inputs_Valid,
    input [DWIDTH * K_SIZE * K_SIZE - 1 : 0] Feature_Inputs, 
    input Feature_Inputs_Valid,
    output reg signed [19:0] Convolutioned_Output,
    output reg Output_Valid
    );
    reg [DWIDTH * K_SIZE * K_SIZE - 1 : 0] Weight_Station;
    always@(posedge clk or negedge reset_n) begin
        if(!reset_n) begin
            Weight_Station <= {(DWIDTH * K_SIZE * K_SIZE){1'b0}};
        end else begin
            if(Weight_Inputs_Valid) begin
                Weight_Station <= Weight_Inputs;
            end
        end
    end
    wire signed [DWIDTH - 1:0] Weights [0:(K_SIZE * K_SIZE - 1)];
    wire signed [DWIDTH - 1 :0] Inputs [0:(K_SIZE * K_SIZE - 1)];
    wire signed [DWIDTH * 2 - 1 :0] Muls [0:(K_SIZE * K_SIZE - 1)];
    genvar i;
    generate
        for (i=0;i<K_SIZE * K_SIZE;i=i+1) begin
            assign Weights[i] =  Weight_Station[((K_SIZE * K_SIZE - i)*DWIDTH-1)-:DWIDTH];
        end
        for (i=0;i<K_SIZE * K_SIZE;i=i+1) begin
            assign Inputs[i] =  Feature_Inputs[((K_SIZE * K_SIZE - i)*DWIDTH-1)-:DWIDTH];
        end
        for (i=0;i<K_SIZE * K_SIZE;i=i+1) begin
            assign Muls[i] =  Weights[i] * Inputs[i];
        end
    endgenerate
    wire signed [19:0] sum1 = $signed(Muls[0]) + $signed(Muls[1]);
    wire signed [19:0] sum2 = $signed(Muls[2]) + $signed(Muls[3]);
    wire signed [19:0] sum3 = $signed(Muls[4]) + $signed(Muls[5]);
    wire signed [19:0] sum4 = $signed(Muls[6]) + $signed(Muls[7]);
    wire signed [19:0] sum5 = sum1 + sum2;
    wire signed [19:0] sum6 = sum3 + sum4;
    wire signed [19:0] sum7 = sum5 + sum6 + $signed(Muls[8]);
    always@(posedge clk or negedge reset_n) begin
        if(!reset_n) begin
            Convolutioned_Output <= {20{1'b0}};
        end else begin
            if(Feature_Inputs_Valid) begin
                Convolutioned_Output <= sum7;
            end else begin
            end
        end
    end
    always@(posedge clk or negedge reset_n) begin
        if(!reset_n) begin
            Output_Valid <= 1'b0;
        end else begin
            if(Feature_Inputs_Valid) begin
                Output_Valid <= 1'b1;
            end else begin
                Output_Valid <= 1'b0;
            end
        end
    end
    wire [63:0] Spikes;
    reg [63:0] Input_Feature_Serial;
    reg [1:0] Input_Bit_Counter;
    reg [3:0] Quant_Feature;
    wire Conv_Valid;
    always@(posedge clk or negedge reset_n) begin
        if(!reset_n) begin
            Input_Bit_Counter <= 2'd0;
        end else begin
            if(Conv_Valid)
                Input_Bit_Counter <= Input_Bit_Counter + 2'd1;
        end
    end
endmodule
```
`flow/run.sh`:
```
#!/bin/bash
# OpenROAD 26Q1-2900-gdf79404cd8, Yosys 0.63+post, stock flow scripts
make -C /OpenROAD-flow-scripts/flow DESIGN_CONFIG=/design/flow/config.mk WORK_HOME=/design/flow/orfs finish
```
`flow/config.mk`:
```
export PLATFORM = sky130hd
export DESIGN_NAME = DWC_PE
export DESIGN_NICKNAME = DWC_PE
export VERILOG_FILES = /design/flow/design.v
export SDC_FILE = /design/flow/constraint.sdc
export NUM_CORES = 4
export LEC_CHECK = 1
export CORE_UTILIZATION = 50
```
`flow/constraint.sdc`:
```
current_design DWC_PE

set clk_period 14.4
set clk_io_pct 0.2

create_clock -name clk0 -period $clk_period [get_ports {clk}]

set non_clock_inputs [all_inputs -no_clocks]
set_input_delay [expr $clk_period * $clk_io_pct] -clock clk0 $non_clock_inputs
set_output_delay [expr $clk_period * $clk_io_pct] -clock clk0 [all_outputs]
```
==> results.txt <==
Physical implementation.

- The flow ran to the end, and the final reports show no timing, DRC or antenna violations.
- Looking at the clock tree report, the root buffer type is sky130_fd_sc_hd__clkbuf_16.
- In this run the full chip footprint comes out at 58290 µm².
- The cell total in the yosys stat output is around 2700.
- The register area is 2327 µm².
- Averaged over all synthesized cells, the footprint is approximately 11 µm².
- The logs give a warning total of 25.
- The total number of placement rows is 87.
- The area of the multi-input gates is approximately 23000 µm².
- Timing would allow up to a little over 0.09 GHz.
- The x dimension of the die is 241.4 µm.
- The routed design has about 75000 µm of wire.
- After global routing the overflow that remains totals 0.
- TritonRoute reported its final design rule violation total as 0.
- The timing report gives the clock slew at the launch and capture registers of the worst setup and hold paths as 0.07 ns.
- In the placement report, post-DP HPWL is listed as around 69000 µm.
- The synthesis area per yosys is 28670 µm².
- The insertion delay of the later-clocked pin in the worst-skew pair is about 0.41 ns.
- The cell family with the largest share of critical-path delay is adder cells.
- Before any placement, the netlist area is recorded as 28670 µm².
- Setup repair after global routing left no endpoint under its margin.
- The antenna violation net count after detailed routing is 0.
- Max fanout on the critical path was recorded as 8.
- The total via count in the routed design is 17659.
- The count of filler cells inserted in the layout is 4837.
- The quantity of hold-fixing buffers added after cts is 0.
- From synthesis to final layout, the design area changed by 9.834%.
- The placement summary gives the final routability congestion estimate as 0.9815.
- The number of antenna violations at the first check in global routing is 0.
- Summing the areas of all and, or, nand and nor instances in the mapped netlist gives a little under an eighth of the synthesized area.
- The transition time of the tightest slew-check pin is ~0.72 ns.
- Measured against its own limit, the worst slew margin works out to between 50% and 60%.
- The worst setup timing slack at the placement stage is 3.023 ns.
- Setup total negative slack on the finished layout was measured at 0 ns.
- Looking at the setup timing report, the critical path kind is primary input to flip-flop.
- Using the TritonRoute via totals, the vias-per-cell ratio works out to roughly 4.8.
- After synthesis, the share of cell area in mux cells is approximately 3.4%.
- TritonCTS built the clock tree.
- The startpoint identified for the worst register-to-register timing path is Weight_Station[7].
- The count of H-tree levels built during CTS is 3.
- The slowest library cell on the worst path is sky130_fd_sc_hd__clkdlybuf4s50_1.
- The dominant logic cell type in the layout is sky130_fd_sc_hd__inv_1.
- Per the synthesis report, the XOR/XNOR share of the synthesized area is less than 1%.
- In the log, the iteration count for the first detailed-route pass is 7.
- The number of storage elements in the synthesis netlist is slightly above 90.
- The worst path meets setup with 3.487 ns of slack.
- The count of yosys warnings during synthesis is 1.
- The first-iteration detailed-routing DRC count is 504.
- The floorplan die height is ~240 µm.
- The distinct cell type count of the synthesized netlist is between 40 and 50.
- The number of antenna repair diodes is 0.
- The startpoint of the tightest hold check path is Convolutioned_Output[7].
- The number of buffers between clock root and the deepest sink is 2.
- After detailed routing, the average wire length per cell comes to ~20 µm.
- The most critical min-delay path falls under flip-flop to flip-flop.
- The launch point of the critical path was reported as Feature_Inputs[40].
- Of the cells placed in the final design, the portion with a size suffix greater than 1 is 3.638%.
- The area share of and-or/or-and cells after synthesis is under 10%.
- The ratio of final minimum period to clock period is 75.79%.
- For this configuration, the core starts out at a cell density of 50.74%.
- The tree built by TritonCTS fans out to about 93 sinks.
- The cell count after synthesis is between 2000 and 3000.
- The category of the worst setup path capture point is a flip-flop.
- The number of post-CTS setup repair buffers is 0.
- Data on the critical path is required at its endpoint by 14.69 ns.
- The number of global-route vias before repair is roughly 20000.
- The arrival time of data at the worst endpoint is listed as around 11 ns.
- In the global route stage, overall resource usage came out at a little under a third.
- The final tally of hold violations is 0.
- The final timing report lists clock skew as roughly 0.013 ns.
- The shortest clock period the worst path allows after layout is between 10 and 15 ns.
- The worst hold margin is between 0.4 and 0.5 ns.
- The setup-violating endpoint count in the final report is 0.
- In the final report, the number of pins over their slew limit comes to 0.
- Across the run, the number of max-cap violations was 0.
- The library cells used most frequently in the layout, excluding fill and tap cells, are sky130_fd_sc_hd__inv_1, sky130_fd_sc_hd__fa_1, sky130_fd_sc_hd__and2_1.
- The wire length of the first global-routing pass is 118100 µm.
- The maximum number of pins on one net before global-route repair is 48.
- The peak per-stage delay on the critical path is about 0.69 ns.
- In this run the tool buffered the top-level ports with between 150 and 200 buffer cells.
- The sum of buffers and inverters on the critical path is 7.
- Among the non-sequential cells, adder cells take the most area.
- In this run, post-CTS repair resized a total of 0 instances.
- 169 I/O pins were placed.
- The dominant cell type by count on the critical path is sky130_fd_sc_hd__fa_1.
- The post-synthesis adder-cell area fraction is approximately 63%.
- The worst setup path is launched from a primary input.
- The number of clock buffers added by TritonCTS is 9.
- The area of the core is ~56000 µm².
- Sequential cells were found to cover under 10% of the synthesized design area.
synth_stat cells:
cell type,count,share of area (%)
sky130_fd_sc_hd__fa_1,790,55
sky130_fd_sc_hd__o21a_1,4,0.10
sky130_fd_sc_hd__a21boi_1,3,0.079
sky130_fd_sc_hd__o21ai_0,6,0.10
sky130_fd_sc_hd__a31oi_1,1,0.022
sky130_fd_sc_hd__o21bai_1,1,0.026
sky130_fd_sc_hd__o31ai_1,2,0.052
sky130_fd_sc_hd__nand2b_1,28,0.61
sky130_fd_sc_hd__o31a_1,2,0.061
sky130_fd_sc_hd__a21oi_2,1,0.031
sky130_fd_sc_hd__o221ai_2,1,0.052
sky130_fd_sc_hd__a41oi_1,1,0.031
sky130_fd_sc_hd__xor2_1,3,0.092
sky130_fd_sc_hd__o2111a_2,1,0.044
sky130_fd_sc_hd__o22ai_1,1,0.022
sky130_fd_sc_hd__a2111oi_4,1,0.096
sky130_fd_sc_hd__and2_1,323,7.0
sky130_fd_sc_hd__nand2_1,191,2.5
sky130_fd_sc_hd__o41ai_4,1,0.096
sky130_fd_sc_hd__nand3_1,2,0.035
sky130_fd_sc_hd__nor2b_1,33,0.72
sky130_fd_sc_hd__nor3_1,2,0.035
sky130_fd_sc_hd__xnor2_1,24,0.73
sky130_fd_sc_hd__a211oi_1,4,0.10
sky130_fd_sc_hd__a21oi_1,9,0.16
sky130_fd_sc_hd__clkbuf_1,25,0.33
sky130_fd_sc_hd__inv_1,869,11
sky130_fd_sc_hd__xnor3_1,1,0.079
sky130_fd_sc_hd__ha_1,189,8.2
sky130_fd_sc_hd__or2_1,1,0.022
sky130_fd_sc_hd__a22oi_1,1,0.026
sky130_fd_sc_hd__o21ai_1,1,0.017
sky130_fd_sc_hd__mux2_4,1,0.052
sky130_fd_sc_hd__mux2_1,4,0.16
sky130_fd_sc_hd__a21o_1,1,0.026
sky130_fd_sc_hd__a221o_1,1,0.035
sky130_fd_sc_hd__or3_1,1,0.022
sky130_fd_sc_hd__a31o_1,2,0.061
sky130_fd_sc_hd__dfrtp_1,93,8.1
sky130_fd_sc_hd__nor2_1,18,0.24
sky130_fd_sc_hd__mux2_2,80,3.1
sky130_fd_sc_hd__nor4_1,1,0.022
stage by stage:
step	cell area, µm²	util, %	instances
final	31490	55.73	3642
after global placement	31220	55.26	3626
after CTS	31490	55.73	3642
after detailed placement	31220	55.26	3626
after floorplan	28670	-	2724
after global routing	31490	55.73	3642
state kept, by name, indices dropped and copies added (netlist names):
name,count
Convolutioned_Output,20
Output_Valid,1
Weight_Station,72
path summary, 6_finish.rpt:
path / cells after the start / end / slack, ns
max reg2reg: 24 / Convolutioned_Output[16] / 6.15
max in group asynchronous: 2 / Weight_Station[45] / 10.74
min in group asynchronous: 1 / Convolutioned_Output[3] / 2.50
max: 25 / Convolutioned_Output[16] / 3.49
min: 1 / Convolutioned_Output[7] / 0.48
min reg2reg: 1 / Convolutioned_Output[7] / 0.48
cells by family (layout without fill, tap and decap cells):
kind of cell | after synthesis | after routing
XOR/XNOR | 28 | 28
adder cells (fa/ha/maj) | 979 | 979
multiplexers | 85 | 85
AND/OR/NAND/NOR | 600 | 600
AND-OR/OR-AND | 45 | 45
flip-flops | 93 | 93
buffers and inverters | 894 | 1056
final cells by class:
class / count / area share (%)
Timing Repair Buffer: 171 / 5.397
Clock inverter: 5 / 0.1113
Inverter: 869 / 10.36
Tap cell: 756 / 3.004
Clock buffer: 11 / 0.7392
Sequential cell: 93 / 7.392
Multi-Input combinational cell: 1737 / 73.00
per-layer routing:
layer | vias up | part of all wire (%) | GRT usage (%)
li1 | 7985 | - | -
met1 | 9179 | 42 | 47.73
met2 | 464 | 48 | 45.73
met3 | 31 | 9.9 | 12.60
met4 | 0 | 1.0 | 2.321
met5 | - | 0 | 0
worst register-to-register path: stages, from the launching register on:
cell,delay (ns)
sky130_fd_sc_hd__dfrtp_1,0.56
sky130_fd_sc_hd__and2_1,0.54
sky130_fd_sc_hd__fa_1,0.54
sky130_fd_sc_hd__fa_1,0.51
sky130_fd_sc_hd__inv_1,0.05
sky130_fd_sc_hd__fa_1,0.50
sky130_fd_sc_hd__inv_1,0.05
sky130_fd_sc_hd__fa_1,0.47
sky130_fd_sc_hd__inv_1,0.05
sky130_fd_sc_hd__fa_1,0.50
sky130_fd_sc_hd__fa_1,0.56
sky130_fd_sc_hd__inv_1,0.05
sky130_fd_sc_hd__fa_1,0.50
sky130_fd_sc_hd__fa_1,0.52
sky130_fd_sc_hd__fa_1,0.51
sky130_fd_sc_hd__inv_1,0.06
sky130_fd_sc_hd__fa_1,0.48
sky130_fd_sc_hd__inv_1,0.05
sky130_fd_sc_hd__ha_1,0.32
sky130_fd_sc_hd__and2_1,0.19
sky130_fd_sc_hd__o2111a_2,0.20
sky130_fd_sc_hd__a2111oi_4,0.38
sky130_fd_sc_hd__o21bai_1,0.13
sky130_fd_sc_hd__xor2_1,0.15
sky130_fd_sc_hd__mux2_4,0.26
