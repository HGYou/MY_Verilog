File: /design/flow/run.sh
#!/bin/bash
# OpenROAD 26Q1-2900-gdf79404cd8, Yosys 0.63+post, stock flow scripts
make -C /OpenROAD-flow-scripts/flow DESIGN_CONFIG=/design/flow/config.mk WORK_HOME=/design/flow/orfs finish
File: /design/flow/config.mk
export PLATFORM = sky130hd
export DESIGN_NAME = LineBuffer
export DESIGN_NICKNAME = LineBuffer
export VERILOG_FILES = /design/flow/design.v
export SDC_FILE = /design/flow/constraint.sdc
export NUM_CORES = 4
export LEC_CHECK = 1
export CORE_AREA = 10 10 403 403
export DIE_AREA = 0 0 413 413
File: /design/flow/constraint.sdc
current_design LineBuffer

set clk_period 4.4
set clk_io_pct 0.2

create_clock -name clk0 -period $clk_period [get_ports {clk}]

set non_clock_inputs [all_inputs -no_clocks]
set_input_delay [expr $clk_period * $clk_io_pct] -clock clk0 $non_clock_inputs
set_output_delay [expr $clk_period * $clk_io_pct] -clock clk0 [all_outputs]
File: /design/flow/design.v
`timescale 1ns / 1ps
module LineBuffer#(
    parameter DWIDTH = 8,
    parameter P_CH = 32,
    parameter MEM_SIZE = 512,
    parameter AWIDTH = 10
)(
    input clk,
    input reset_n,
    input [DWIDTH * P_CH - 1 :0] Feature_Inputs,
    input Feature_Inputs_Valid,
    input [7:0] Feature_Width,                           
    input Feature_Width_Valid,
    input [7:0] Feature_Height,                           
    input Feature_Height_Valid,
    output [3 * (DWIDTH * P_CH) - 1 : 0] Line3_Outputs,
    output reg Line3_Outputs_Valid
    );
    localparam S_IDLE = 3'b000;                          
    localparam S_WRITE_FIRST = 3'b001;                   
    localparam S_WRITE_AND_READ = 3'b010;                
    localparam S_READ = 3'b011;                          
    localparam S_DONE = 3'b100;                          
    reg [2:0] n_state;
    reg [2:0] c_state;
    reg [3:0] Buffer_Ring_Write_Counter;
    reg [AWIDTH-1:0] LineBuffer_Write_Addr_Counter;
    reg [AWIDTH-1:0] LineBuffer_Read_Addr_Counter;
    reg [7:0] Feature_Width_Capture;
    reg [7:0] Feature_Height_Capture;
    wire WE0 = Buffer_Ring_Write_Counter[0] & (c_state == S_WRITE_FIRST || c_state == S_WRITE_AND_READ);
    wire CE0 = WE0 | (!Buffer_Ring_Write_Counter[0] && (c_state == S_WRITE_AND_READ || c_state == S_READ));
    wire WE1 = Buffer_Ring_Write_Counter[1] & (c_state == S_WRITE_FIRST || c_state == S_WRITE_AND_READ);
    wire CE1 = WE1 | (!Buffer_Ring_Write_Counter[1] && (c_state == S_WRITE_AND_READ || c_state == S_READ));
    wire WE2 = Buffer_Ring_Write_Counter[2] & (c_state == S_WRITE_FIRST || c_state == S_WRITE_AND_READ);
    wire CE2 = WE2 | (!Buffer_Ring_Write_Counter[2] && (c_state == S_WRITE_AND_READ || c_state == S_READ));
    wire WE3 = Buffer_Ring_Write_Counter[3] & (c_state == S_WRITE_FIRST || c_state == S_WRITE_AND_READ);
    wire CE3 = WE3 | (!Buffer_Ring_Write_Counter[3] && (c_state == S_WRITE_AND_READ || c_state == S_READ));
    wire All_Write_Done;
    wire Line_Write_Done = (LineBuffer_Write_Addr_Counter + 1 >= Feature_Width_Capture);
    wire Line_Read_Done = (LineBuffer_Read_Addr_Counter + 1 >= Feature_Width_Capture);
    always@(posedge clk or negedge reset_n) begin
        if(!reset_n) begin
            c_state <= S_IDLE;
        end else begin
            c_state <= n_state;
        end
    end
    always@(*) begin
       n_state = c_state;
       case(c_state)
            S_IDLE:
                if(Feature_Width_Valid & Feature_Height_Valid) begin
                    n_state = S_WRITE_FIRST;
                end
            S_WRITE_FIRST:
                if(Line_Write_Done & WE2) begin          
                    n_state = S_WRITE_AND_READ;
                end else begin
                    n_state = S_WRITE_FIRST;
                end
            S_WRITE_AND_READ:
                if(All_Write_Done & Line_Read_Done) begin
                    n_state = S_READ;
                end else begin
                    n_state = S_WRITE_AND_READ;
                end
            S_READ:
                if(Line_Read_Done) begin                 
                    n_state = S_DONE;
                end else begin
                    n_state = S_READ;
                end
            S_DONE:
                n_state = S_IDLE;
       endcase 
    end
    always@(posedge clk or negedge reset_n) begin
        if(!reset_n) begin
            Feature_Width_Capture <= 8'd0;
        end else begin
            if(Feature_Width_Valid) begin
                Feature_Width_Capture <= Feature_Width;
            end else if(c_state == S_DONE) begin
                Feature_Width_Capture <= 8'd0;
            end
        end
    end
    always@(posedge clk or negedge reset_n) begin
        if(!reset_n) begin
            Feature_Height_Capture <= 8'd0;
        end else begin
            if(Feature_Height_Valid) begin
                Feature_Height_Capture <= Feature_Height;
            end else if(c_state == S_DONE) begin
                Feature_Height_Capture <= 8'd0;
            end
        end
    end
    always@(posedge clk or negedge reset_n) begin
        if(!reset_n) begin
            Buffer_Ring_Write_Counter <= 4'b0001;        
        end else begin
            if(Line_Write_Done) begin
                if(Buffer_Ring_Write_Counter == 4'b1000) begin
                    Buffer_Ring_Write_Counter <= 4'b0001;
                end else begin
                    Buffer_Ring_Write_Counter <= (Buffer_Ring_Write_Counter) << 1;
                end
            end else if(c_state == S_DONE) begin
                Buffer_Ring_Write_Counter <= 4'b0001;
            end
        end
    end
    always@(posedge clk or negedge reset_n) begin
        if(!reset_n) begin
            LineBuffer_Write_Addr_Counter <= {AWIDTH{1'b0}};
        end else begin
            if(c_state == S_WRITE_FIRST || c_state == S_WRITE_AND_READ) begin
                if(Line_Write_Done) begin
                    LineBuffer_Write_Addr_Counter <= {AWIDTH{1'b0}};
                end else begin
                    LineBuffer_Write_Addr_Counter <= LineBuffer_Write_Addr_Counter + 10'd1;
                end
            end else begin
                LineBuffer_Write_Addr_Counter <= {AWIDTH{1'b0}};
            end
        end
    end
    always@(posedge clk or negedge reset_n) begin
        if(!reset_n) begin
            LineBuffer_Read_Addr_Counter <= {AWIDTH{1'b0}};
        end else begin
            if(c_state == S_WRITE_AND_READ || c_state == S_READ) begin
                if(Line_Read_Done) begin
                    LineBuffer_Read_Addr_Counter <= {AWIDTH{1'b0}};
                end else begin
                    LineBuffer_Read_Addr_Counter <= LineBuffer_Read_Addr_Counter + 10'd1;
                end
            end else begin
                LineBuffer_Read_Addr_Counter <= {AWIDTH{1'b0}};
            end
        end
    end
    always@(posedge clk or negedge reset_n) begin
        if(!reset_n) begin
            Line3_Outputs_Valid <= 1'b0;
        end else begin
            if(c_state == S_READ || c_state == S_WRITE_AND_READ) begin
                Line3_Outputs_Valid <= 1'b1;
            end else begin
                Line3_Outputs_Valid <= 1'b0;
            end
        end
    end
endmodule
==> reports/results.md <==
| Result | This run | Unit |
|:---|:---|:---|
| Clock tree from TritonCTS | yes | - |
| Share of Yosys cell area claimed by the top area cell type | 74.67 | % |
| Number of buffers added by the clock tree synthesis step | 5 | - |
| Cell count in the Yosys report | 952 | - |
| Post-CTS setup buffer count | 0 | - |
| Run status | completed | - |
| Maximum clock frequency | 0.3609 | GHz |
| Wire length of the first global-routing pass | 17,220 | um |
| Crit path time final | 2.771 | ns |
| Proportion of power drawn by flip-flops and latches | 43.7 | % |
| Syn avg cell area | 8.110 | sq um |
| Crit path kind | register to register | - |
| Clock Latency Late Sink | 0.28 | ns |
| Die height | 413 | um |
| Post-synthesis chip area from yosys | 7721 | sq um |
| Number of distinct library cells after synthesis | 41 | - |
| Hold buffers post-CTS | 0 | - |
| Synthesized flop and latch total | 38 | - |
| Most frequent cell on the critical path | sky130_fd_sc_hd__ha_1 | - |
| Vias in the first global route | 3,571 | - |
| Wire length reported by the detailed router | 15,230 | um |
| R2R Path Start | LineBuffer_Write_Addr_Counter[0] | - |
| Portion of total power attributed to combinational logic | 13.1 | % |
| Fin crit share | 62.98 | % |
| Warning total across the stage logs | 290 | - |
| Number of inserted diodes | 0 | - |
| Kind of end point of the critical path | register | - |
| Clock transition at the register clock pins on the worst setup and hold paths after CTS | 0.06 | ns |
| Global-route usage over all layers | 1.229 | % |
| Hold Path Stages | 1 | - |
| Area growth syn-to-layout | -0.7454 | % |
| Largest fanout of any net on the critical path | 14 | - |
| Worst-Margin Slew | 0.7112 | ns |
| Int Power | 610.6 | uW |
| Gate count of the mapped netlist | 952 | - |
| Fp_density | 5.018 | % |
| Final hold violations | 0 | - |
| Type of origin of the critical path | register | - |
| Setup TNS | 0 | ns |
| RR Endpoint | Buffer_Ring_Write_Counter[1] | - |
| Max capacitance violation total | 0 | - |
| RSZ-0062 raised after global routing | no | - |
| Worst slew margin relative to its limit | 52.54 | % |
| Total count of max-transition violations in the final report | 0 | - |
| Routed vias | 3,376 | - |
| Final worst clock skew | 0.005541 | ns |
| Leakage power | 0.003615 | uW |
| HP Class | register to register | - |
| Number of sinks driven by the clock tree | 38 | - |
| Count of final setup violators | 0 | - |
| Overflow left after global routing | 0 | - |
| Syn. warnings | 770 | - |
| Power per cell area | 108.4 | nW/um^2 |
| Drt initial violations | 71 | - |
| Via/cell ratio | 1.119 | - |
| Count of antenna-violating nets left after detailed routing | 0 | - |
| Chip area | 170,600 | sq um |
| FF-to-FF path depth | 10 | - |
| Number of placed I/O pins | 1,046 | - |
| Wire length per cell after detailed routing | 5.048 | um |
| Worst endpoint required time | 4.56 | ns |
| Biggest area cells | sky130_fd_sc_hd__buf_4, sky130_fd_sc_hd__dfrtp_1, sky130_fd_sc_hd__ha_1 | - |
| Final RePlAce weighted congestion | 0.6856 | - |
| Placed wire-length estimate | 14,260 | um |
| Router iterations before antenna repair | 4 | - |
| Largest net degree at the start of global routing | 39 | - |
| Post-route DRC | 0 | - |
| Post-route setup slack | 1.629 | ns |
| Cell type contributing the most total cell area after synthesis | sky130_fd_sc_hd__buf_4 | - |
| Clock root buffer | sky130_fd_sc_hd__clkbuf_16 | - |
| Startpoint of the lowest-slack hold path | c_state[4] | - |
| Buffers on Ports | 12 | - |
| Maximum single-stage delay on the critical path | 0.56 | ns |
| Number of antenna violations at the first check in global routing | 11 | - |
| Core Area | 153,900 | sq um |
| Switch Pwr | 220.4 | uW |
| Chip Width | 413 | um |
| Worst R2R Setup Slack | 1.63 | ns |
| Post-CTS Resized | 0 | - |
| Clock buffer depth | 2 | - |
| Netlist area before placement | 7721 | sq um |
| Endpoint of the worst hold path | c_state[1] | - |
| Clock network power share | 43.2 | % |
| Crit path cell chain | ha_1 > and4_1 > nand2_1 > xnor2_1 > ha_1 > nand4_1 > nor2_1 > a211oi_2 > o211ai_2 > mux2_2 | - |
| Critical-path cell with the highest stage delay | sky130_fd_sc_hd__o211ai_2 | - |
| Switching share of power | 26.52 | % |
| Share of cells above drive strength 1 | 1.955 | % |
| # H-tree levels | 2 | - |
| Worst voltage drop across the vdd grid | 0.0001317 | V |
| Row count | 144 | - |
| Crit path arrival time | 2.93 | ns |
| Portion of the post-synthesis area used by sequential elements | 12.35 | % |
| Setup slack at placement | 1.626 | ns |
power groups by stage:
stage     registers [uW]  clock network, uW  logic [uW]
4_1_cts              363                370         127
5_1_grt              364                384         156
6_report             363                359         109
cell usage in the layout (no fill, tap or decap), types with 2 or more instances in the layout:
master / n
sky130_fd_sc_hd__clkdlybuf4s50_1: 12
sky130_fd_sc_hd__nand3_1: 6
sky130_fd_sc_hd__nand4_1: 2
sky130_fd_sc_hd__nor2_1: 17
sky130_fd_sc_hd__nand2_1: 17
sky130_fd_sc_hd__nor2b_1: 8
sky130_fd_sc_hd__nor3b_1: 7
sky130_fd_sc_hd__inv_1: 13
sky130_fd_sc_hd__dfrtp_1: 36
sky130_fd_sc_hd__a21oi_1: 4
sky130_fd_sc_hd__o31ai_1: 7
sky130_fd_sc_hd__conb_1: 772
sky130_fd_sc_hd__dfstp_2: 2
sky130_fd_sc_hd__xor2_1: 7
sky130_fd_sc_hd__ha_1: 18
sky130_fd_sc_hd__mux2_2: 2
sky130_fd_sc_hd__nor3_1: 2
sky130_fd_sc_hd__mux2i_1: 3
sky130_fd_sc_hd__o21ai_0: 4
sky130_fd_sc_hd__and3_1: 2
sky130_fd_sc_hd__clkbuf_16: 5
sky130_fd_sc_hd__xnor2_1: 5
metal layers:
layer  GRT usage [%]  part of all wire, %  vias to the layer above  routed length (um)
met5               0                 0.32                        -                  48
met4          0.1219                 0.89                        8                 136
met3          0.6770                   22                       10                3404
met2           1.761                   38                      520                5814
met1           1.665                   38                     1404                5822
li1                -                    -                     1434                   -
synthesized netlist by cell type (all sizes together):
cell type,number
o31ai,7
nand4,2
and4,1
a22o,1
mux2,2
nor2,17
buf,770
o211ai,2
o2111ai,1
a32oi,1
conb,1
o21a,1
ha,18
a211oi,2
nand2b,2
xor2,7
a21oi,4
nand2,17
nor2b,8
or2,1
xnor2,5
nor3,2
nand3,6
inv,13
dfstp,2
clkbuf,2
nor3b,7
dfrtp,36
a211o,1
o21ai,5
a21o,1
mux2i,3
and2,1
and3,2
a31o,1
kinds of logic after synthesis:
family,Yosys count,share of synthesized area [%]
AND-OR/OR-AND,27,2.690
XOR/XNOR,12,1.361
adder cells (fa/ha/maj),18,2.917
buffers and inverters,785,75.60
flip-flops,38,12.35
multiplexers,5,0.6806
other,1,0.04857
AND/OR/NAND/NOR,66,4.359
state kept, by name, indices dropped and copies added (netlist names):
name	cells
Buffer_Ring_Write_Counter	4
Feature_Width_Capture	8
Line3_Outputs_Valid	1
LineBuffer_Read_Addr_Counter	10
LineBuffer_Write_Addr_Counter	10
c_state	5
worst max-delay path by stage:
stage,from,to
4_1_cts,LineBuffer_Write_Addr_Counter[0],Buffer_Ring_Write_Counter[1]
5_1_grt,LineBuffer_Write_Addr_Counter[0],Buffer_Ring_Write_Counter[2]
6_report,LineBuffer_Write_Addr_Counter[0],Buffer_Ring_Write_Counter[1]
worst max-delay path, delay by kind of cell (launching register included):
kind,cells,cell delay (ns)
adders and majority gates,2,0.52
and+or+nand+nor,4,0.54
xor gates and xnor gates,1,0.15
muxes,1,0.41
AOI/OAI and AO/OA,2,0.65
DFF,1,0.39
layout make-up:
type / count / area (sq um)
clock buffer: 6 / 138.9
sequential: 38 / 953.4
inverter: 13 / 48.80
multi-input combinational: 900 / 3825
timing repair buffer: 13 / 127.6
fill: 18140 / 146200
tap: 2044 / 2557
clock inverter: 2 / 12.51
per-stage QoR:
| step | cells | hold WS, ns | power [uW] | instance area, sq um | utilization (%) |
|---|---|---|---|---|---|
| 6_report | 3016 | 0.4986 | 831.0 | 7664 | 4.981 |
| 5_1_grt | 3016 | 0.5125 | 904.4 | 7664 | 4.981 |
| 4_1_cts | 3016 | 0.4974 | 859.9 | 7664 | 4.981 |
| 3_5_place_dp | 3008 | 0.4837 | 493.7 | 7512 | 4.882 |
| 3_3_place_gp | 3008 | 0.4809 | 495.2 | 7512 | 4.882 |
| 2_1_floorplan | 1723 | 0.4572 | 890.5 | 10620 | - |
Power is estimated from default activity; no workload was simulated.
