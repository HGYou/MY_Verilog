$ cat ./run.sh
#!/bin/bash
# OpenROAD 26Q1-2900-gdf79404cd8, Yosys 0.63+post, stock flow scripts
make -C /OpenROAD-flow-scripts/flow DESIGN_CONFIG=/design/flow/config.mk WORK_HOME=/design/flow/orfs finish
$ cat ./config.mk
export PLATFORM = sky130hd
export DESIGN_NAME = ReLU
export DESIGN_NICKNAME = ReLU
export VERILOG_FILES = /design/flow/design.v
export SDC_FILE = /design/flow/constraint.sdc
export NUM_CORES = 4
export LEC_CHECK = 1
export CORE_AREA = 10 10 70 70
export DIE_AREA = 0 0 80 80
$ cat ./constraint.sdc
current_design ReLU

set clk_period 1.0
set clk_io_pct 0.2

create_clock -name clk0 -period $clk_period

set non_clock_inputs [all_inputs -no_clocks]
set_input_delay [expr $clk_period * $clk_io_pct] -clock clk0 $non_clock_inputs
set_output_delay [expr $clk_period * $clk_io_pct] -clock clk0 [all_outputs]
$ cat ./design.v
`timescale 1ns / 1ps
module ReLU#(
    parameter DWIDTH = 32
)(
    input wire signed [DWIDTH-1:0] ConvedOutput,
    output wire signed [DWIDTH-1:0] ReLUedOutput
    );
    assign ReLUedOutput = (ConvedOutput[DWIDTH-1] == 1'b1)? {DWIDTH{1'b0}} : ConvedOutput;
endmodule
==> run summary <==
yosys + openroad results -> status finished clean, Max Cap Viol 0, WP data required roughly 0.8 ns, Synth cell types 4, Syn Inst Count 36, cell type with the largest total area nor2b_1, CP cell instances buf_2 > buf_4 > nor2b_1 > buf_2, FF+latch area 0 um2, setup total negative slack 0 ns, vias per cell between 3 and 4, first-pass GRT wire length 2.71 mm, Top-area cell share 0.812, fraction of layout cells with a size suffix above 1 0.364, Placer Congestion between 0.7 and 0.8, IO Count around 64, Filler cells between 400 and 500, FMAX between 1 and 1.5 GHz, Final Hold Vio Count 0, RSZ-0062 raised after global routing false, # setup viols final 0, global route total overflow 0, Final HPWL DP 1.55 mm, Cell area leaders nor2b_1 (81%), buf_6 (14%), buf_4 (3.1%), conb_1 (1.6%), number of global-route vias before repair 508, Die Y around 80 um, vias between 400 and 500, Tmin final 0.915 ns, antenna violations before repair 0, Die ar. 6400 um2, PD cells 281 nW/um2, residual DRC count 0, Post-Route WL 1.81 mm, clkbuf count 0, DP Area between 900 and 1000 um2, post-CTS setup buffers 0, Post-Syn Area 239 um2, Syn-to-layout area delta 205%, Port Buf Inserts roughly 63, diodes inserted 0, die width 80 um, Slew Viols, Final 0, Row Count 21, VDD IR max 0.109 mV, CP Data Arrival Time roughly 0.7 ns, DRT iter0 DRCs 9, Seq/Total Area, Yosys 0, YS warnings 0, Gate Area 198 um2, crit path max fanout 7, fin crit share 0.915, WHS 0.781 ns, core area around 3400 um2, yosys stat area around 240 um2, final std cell area, no fill 728 um2, ANT nets after route 0, Flops 0, crit path kind in2out, Log Warnings 32, Critical Path Start Type primary input, CP Capture Type output pin, routed len/inst about 12 um, largest net degree at the start of global routing 10, worst min path class in2out, Initial DRT Pass Iterations 2, non-filler instance count after layout between 100 and 150, slowest CP cell buf_4, CP most frequent cell buf_2, yosys cell count 36, placed insts roughly 140, Leakage between 0.4 and 0.5 nW, Init Core Util 0.0700, Crit path largest cell delay 0.16 ns, Tot GR Track Use 0.0515, Avg Synthesized Cell Area roughly 6.6 um2
where the power goes:
group	internal [W]	leakage, nW	switching [W]
Clock	0	0	0
Sequential	0	0	0
Combinational	0.000147	0.409	0.0000578
Total	0.000147	0.409	0.0000578
metal layers:
metal | up-vias | GRT usage | part of all wire
met2 | 30 | 0.0931 | 0.50
met3 | 0 | 0.0182 | 0.10
met5 | - | 0 | 0
met1 | 197 | 0.0600 | 0.39
li1 | 228 | - | -
met4 | 0 | 0 | 0
critical path, delay by kind of cell:
| family | cells | cell delay, ns |
|---|---|---|
| AND/OR/NAND/NOR | 1 | 0.11 |
| buffers and inverters | 3 | 0.40 |
synthesized netlist by cell type, drive strengths merged:
master,count
nor2b,31
buf,4
conb,1
kinds of logic (layout without fill, tap and decap cells):
kind of cell	after synthesis	after routing	synth area share
other	1	1	0.0157
and+or+nand+nor	31	31	0.812
buffers and inverters	4	67	0.173
final cells by class:
class / instances / share of cell area
repair buffers: 67 / 0.649
multi-input cells: 32 / 0.271
well taps: 46 / 0.0790
through the flow:
step,setup WS [ns],util,total power [W]
floorplan,0.429,-,0.0000576
global placement,-0.633,0.264,0.000304
detailed placement,-0.650,0.264,0.000306
CTS,0.0669,0.213,0.000214
global route,0.00674,0.213,0.000233
finish,0.0847,0.213,0.000205
cell usage in the layout (no fill, tap or decap), drive strengths merged:
| master | Yosys | layout |
|---|---|---|
| buf | 4 | 36 |
| nor2b | 31 | 31 |
| dlygate4sd2 | 0 | 31 |
| conb | 1 | 1 |
repair_timing:
action                                  in CTS  in global routing
resized                                    133                  0
hold buffers                                 0                  0
endpoints found under the setup margin      31                  0
final timing paths:
path	startpoint	end	slack, ns	depth (start not counted)
worst max-delay path	ConvedOutput[31]	ReLUedOutput[10]	0.08	4
worst min-delay path	ConvedOutput[15]	ReLUedOutput[15]	0.78	3
Power is estimated from default activity; no workload was simulated.
